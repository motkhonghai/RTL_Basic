### design.v
module priority_encoder_83(
  input [7:0] in, 
  output [2:0] out,
  output valid
);
  assign out[2] = in[7] || in[6] || in[5] || in[4];
  assign out[1] = in[7] || in[6] || in[3] || in[2];
  assign out[0] = in[7] || in[5] || in[3] || in[1];
  assign valid =   (in == 8'b00000001 || in == 8'b00000010 ||
                    in == 8'b00000100 || in == 8'b00001000 ||
                    in == 8'b00010000 || in == 8'b00100000 ||
                    in == 8'b01000000 || in == 8'b10000000);
endmodule
### run.sh
#!/bin/bash
# OpenROAD 26Q1-2900-gdf79404cd8, Yosys 0.63+post, stock flow scripts
make -C /OpenROAD-flow-scripts/flow DESIGN_CONFIG=/design/flow/config.mk WORK_HOME=/design/flow/orfs finish
### config.mk
export PLATFORM = sky130hd
export DESIGN_NAME = priority_encoder_83
export DESIGN_NICKNAME = priority_encoder_83
export VERILOG_FILES = /design/flow/design.v
export SDC_FILE = /design/flow/constraint.sdc
export NUM_CORES = 4
export LEC_CHECK = 1
export CORE_AREA = 10 10 70 70
export DIE_AREA = 0 0 80 80
### constraint.sdc
current_design priority_encoder_83

set clk_period 1.8
set clk_io_pct 0.2

create_clock -name clk0 -period $clk_period

set non_clock_inputs [all_inputs -no_clocks]
set_input_delay [expr $clk_period * $clk_io_pct] -clock clk0 $non_clock_inputs
set_output_delay [expr $clk_period * $clk_io_pct] -clock clk0 [all_outputs]
==> metrics.cfg <==
[run_status]
status = complete, no violations

[global_route]
grt_overflow = 0
grt_pass1_wl_um = 696
grt_max_degree = 4
grtUsageTotal = 0.01316
grt_antenna_before_repair = 0
grt_pass1_vias = 141

[routing]
wl_per_cell_um = 6.154
dr.pass1.iters = 4
drtIter0Drc = 3
drcViolationCount = 0
routed_via_density = 2.205
antenna_cells = 0
ant_nets = 0
drt-total-wl_um = 480
num_vias = 172

[place]
placed_cells = 77
pre_cts_slack_ps = -402.7
port_buffers = 12
dpl_cell_area_um2 = 300.3
globalplace.congestion = 0.7614

[power_and_ir_drop]
power_density_mw_per_mm2 = 144.8
total_power_mw = 0.04440
p_leak_nw = 0.1229
ir_drop_mv = 0.01356

[floorplanning]
die-area_mm2 = 0.006400
die_x_um = 80
dieHeight_um = 80
rows = 21
initCoreUtil = 0.02711
io_pins = 12
core_mm2 = 0.003416

[timing]
fin_crit_sh = 0.9702
finalHoldViolations = 0
worst_slack_ps = 53.68
max_freq_ghz = 0.5726
worst_slew_pin_slew_ps = 176.7
post-route-min-period_ps = 1746
finalSetupViolCount = 0
grt_setup_unrepaired = no
tns_ps = 0
drv_slew = 0
max-slew-margin-rel = 0.8822

[yosys]
syn_area_um2 = 92.59
synthAdderAreaFrac = 0
yosys_area_um2 = 92.59
ys_sh_xor = 0.2838
synth-simple-area-share = 0.4595
avgSynthCellArea_um2 = 6.173
top_logic_kind = simple AND/OR/NAND/NOR gates
ys_warn_count = 0
yosysCellCount = 15
yosysUniqueCellTypes = 8
netlist_instances = 15
compound_area_frac = 0.2568
synthMuxAreaShare = 0
synth_seq_share = 0

[worst_setup_path]
crit_type = primary input to output port
critical_path.most_common_cell = dlygate4sd2_1
crit_slowest_cell = or4_1
path_max_fanout = 3
crit_chain = dlygate4sd2_1 > or4_1 > dlygate4sd2_1
arrival_ps = 1390
start_kind = primary input
slowest_delay_ps = 510
worst-endpoint-required_ps = 1440
timing.critical_path.to_type = output port

[cells_and_area]
seq_area_um2 = 0
ff_count = 0
comb_area_um2 = 100.1
n_clock_buffer = 0
design_area_um2 = 306.5
mostFrequentLayoutCell = dlygate4sd2_1
final_cells = 78
drive_above_1_share = 0.2813
fillers = 415
area_growth_pct = 231.1
final_cell_mix = dlygate4sd2_1 (9), buf_4 (5), nor2_1 (3), nor2_2 (3)

[job]
tool_warnings = 33
drv_cap = 0

[min_path]
hp-class = primary input to output port

-- Yosys cell counts --
cell type,number,area [µm²]
nor2_1,6,22.52
nand2_1,2,7.510
xor2_1,2,17.52
a22oi_1,1,7.510
nand3_1,1,5.000
o32ai_2,1,16.27
or4_1,1,7.510
xnor2_1,1,8.760
-- logic make-up after synthesis --
group / after synthesis
AOI/OAI and AO/OA: 2
xor gates and xnor gates: 3
and+or+nand+nor: 10
-- layer usage --
layer | track usage | part of all wire | up-vias
li1 | - | - | 87
met1 | 0.02373 | 0.53 | 70
met2 | 0.01525 | 0.34 | 15
met3 | 0.002273 | 0.13 | 0
met4 | 0 | 0 | 0
met5 | 0 | 0 | -
-- final cells by class --
cell class                 count  share of cell area
tap                           46              0.1878
timing repair buffer          17              0.4857
multi-input combinational     15              0.3265
-- worst max-delay path, delay by kind of cell --
kind,cells,cell delay [ps]
and+or+nand+nor,1,510
buffers and inverters,2,510
-- metrics by stage --
step                      hold slack, ps     util
after floorplan                    773.5        -
after global placement              1798  0.08791
after detailed placement            1785  0.08791
after CTS                           1276  0.08828
after global routing                1316  0.08974
final                               1276  0.08974
-- timing repair --
| action | 4_1_cts | 5_1_grt |
|---|---|---|
| endpoints found under the setup margin | 4 | 2 |
| pin swaps | 2 | 2 |
| gates resized | 11 | 2 |
| setup buffers | 1 | 0 |
| hold buffers | 0 | 0 |
-- power breakdown --
part	internal (mW)	switching, mW	leakage [nW]
Sequential	0	0	0
Combinational	0.0264	0.0180	0.123
Clock	0	0	0
Total	0.0264	0.0180	0.123
-- final timing paths --
path                   from      to  slack (ps)  cells after the start
worst min-delay path  in[3]  out[0]        1280                      3
worst max-delay path  in[1]  out[0]          50                      3
Power is estimated from default activity; no workload was simulated.
