File: ./config.mk
export PLATFORM = sky130hd
export DESIGN_NAME = comparator_4
export DESIGN_NICKNAME = comparator_4
export VERILOG_FILES = /design/flow/design.v
export SDC_FILE = /design/flow/constraint.sdc
export NUM_CORES = 4
export LEC_CHECK = 1
export CORE_AREA = 10 10 70 70
export DIE_AREA = 0 0 80 80
File: ./constraint.sdc
current_design comparator_4

set clk_period 2.1
set clk_io_pct 0.2

create_clock -name clk0 -period $clk_period

set non_clock_inputs [all_inputs -no_clocks]
set_input_delay [expr $clk_period * $clk_io_pct] -clock clk0 $non_clock_inputs
set_output_delay [expr $clk_period * $clk_io_pct] -clock clk0 [all_outputs]
File: ./run.sh
#!/bin/bash
# OpenROAD 26Q1-2900-gdf79404cd8, Yosys 0.63+post, stock flow scripts
make -C /OpenROAD-flow-scripts/flow DESIGN_CONFIG=/design/flow/config.mk WORK_HOME=/design/flow/orfs finish
File: ./design.v
module comparator_4 (
    input [3:0] d0,     
    input [3:0] d1,     
    output eq,          
    output gt,          
    output lt           
);
    wire [3:0] xnor_d0d1;  
    wire [3:0] eq_chain;   
    assign xnor_d0d1 = ~(d0 ^ d1);  
    assign eq_chain[3] = xnor_d0d1[3];
    assign eq_chain[2] = eq_chain[3] & xnor_d0d1[2];
    assign eq_chain[1] = eq_chain[2] & xnor_d0d1[1];
    assign eq_chain[0] = eq_chain[1] & xnor_d0d1[0];
    assign eq = eq_chain[0];  
    assign gt = (d0[3] & ~d1[3]) | 
                (xnor_d0d1[3] & d0[2] & ~d1[2]) | 
                (eq_chain[2] & d0[1] & ~d1[1]) | 
                (eq_chain[1] & d0[0] & ~d1[0]);
    assign lt = (~d0[3] & d1[3]) | 
                (xnor_d0d1[3] & ~d0[2] & d1[2]) | 
                (eq_chain[2] & ~d0[1] & d1[1]) | 
                (eq_chain[1] & ~d0[0] & d1[0]);
endmodule
==> summary.txt <==
run metrics: # Cells Yosys 19, static leakage 0.147 nW, area reported by Yosys stat 139 um2, RSZ-0062 raised after global routing false, Unique cell types 9, outcome complete, no violations, Placer Congestion 0.649, CP Launch Type input pin, critical path endpoint category output pin, core area 3420 um2, WL per Instance 6.87 um, Syn. warnings 0, Final Non-Filler Cells 82, hpwl dp 486 um, Worst Tran Pin Value 0.209 ns, most common logic cells in the final layout dlygate4sd2_1 (5), buf_4 (4), nand2b_1 (3), and3b_1 (3), Mapped Cells 19, Hold Path End lt, initial antenna violation count 2, P&R area growth vs syn 158%, seq_cells 0, MaxCap Viol Count 0, WP data required 1.68 ns, layout cells sized above 1 0.265, Worst IR Drop VDD 0.0196 mV, Via density 2.39, Hold Path Cell Cnt 5, hold_sp d1[3], Hold Buf Count CTS 0, sequential fraction of the synthesis area 0, P per Cell Area 157 nW/um2, FP Util 0.0407, ANT nets after route 0, Design Power 0.0000562 W, first-pass GRT wire length 821 um, Tool Warnings 33, DIE AREA 6400 um2, post-layout period usage of the worst path 0.963, register area 0 um2, Die W 80 um, Crit path arrival time 1.60 ns, Top cell excl fill/tap dlygate4sd2_1, Syn Std Cell Area 139 um2, Global Route Usage Sum 0.0159, row count 21, largest net degree at the start of global routing 6, final hold vios 0, Buffers on Ports 11, vias in the first global route 181, Final Slew Violations 0, WS Path Type in -> out, routed via count 196, Worst slew margin 0.860, Pre-Repair DR Iteration Count 2, endpoints failing setup 0, Cells after DPL 77, Worst Path Max Fanout 5, CLK BUF 0, drt first-iter violations 1, Mean Syn Cell Area 7.31 um2, Ports 11, Routed Wire Length 563 um, worst hold path class in -> out, post-route minimum period 2.02 ns, fmax 495 MHz, die height 80 um, DRC Markers 0, overflow left after global routing 0
Yosys cell counts, drive strengths merged:
| cell type | instances | area share |
|---|---|---|
| inv | 2 | 0.054 |
| o21ai | 2 | 0.072 |
| nand4 | 1 | 0.045 |
| a311oi | 2 | 0.13 |
| nand2b | 4 | 0.18 |
| nor2b | 2 | 0.090 |
| xnor2 | 1 | 0.063 |
| and3b | 3 | 0.19 |
| ha | 2 | 0.18 |
per-stage QoR:
stage | worst slack, ns | utilization | hold slack [ns] | setup TNS, ns | cell area [um2]
after floorplan | 0.459 | - | 0.942 | 0 | 139
after detailed placement | -0.526 | 0.0919 | 1.83 | -1.46 | 314
after global placement | -0.515 | 0.0919 | 1.83 | -1.44 | 314
after CTS | 0.0741 | 0.100 | 1.47 | 0 | 343
after global routing | 0.0109 | 0.104 | 1.50 | 0 | 355
final | 0.0784 | 0.105 | 1.45 | 0 | 358
final cells by class:
class	instances	area, um2
Timing Repair Buffer	15	136
Fill cell	394	3060
Tap cell	46	57.6
Multi-Input combinational cell	17	151
Antenna cell	2	5.00
Inverter	2	7.51
worst max-delay path by stage:
stage	start	end	slack, ns	cells after the start
4_1_cts	d0[3]	gt	0.07	8
5_1_grt	d0[3]	lt	0.01	8
6_report	d0[3]	gt	0.08	8
per-layer routing:
layer,routed length [um],track usage,up-vias
met1,219,0.0158,85
met2,230,0.0257,7
met3,113,0.0148,0
li1,-,-,104
met5,0,0,-
met4,0,0,0
kinds of logic after synthesis:
kind of cell / after synthesis / synth area share
AOI/OAI and AO/OA: 4 / 0.198
and+or+nand+nor: 10 / 0.505
adders and majority gates: 2 / 0.180
xor gates and xnor gates: 1 / 0.0631
buffers and inverters: 2 / 0.0541
critical path, stage by stage:
cell and delay [ns]:
clkdlybuf4s15_2 0.19, inv_2 0.04, ha_4 0.27, nand4_1 0.10
buf_4 0.15, buf_4 0.12, o21ai_1 0.11, clkdlybuf4s15_1 0.19
power by group:
part	switching [W]	internal, W	leakage, nW
sequential	0	0	0
clock	0	0.000000000127	0.0000127
combinational	0.0000193	0.0000369	0.147
total	0.0000193	0.0000369	0.147
repair_timing:
action / in CTS / in global routing
gates resized: 16 / 2
buffers inserted: 2 / 1
setup endpoints to repair: 3 / 2
gates cloned: 0 / 0
pin swaps: 4 / 0
endpoints found under the hold margin: 0 / 0
Power is estimated from default activity; no workload was simulated.
