<file path="flow/constraint.sdc">
current_design hex2seg

set clk_period 1.4
set clk_io_pct 0.2

create_clock -name clk0 -period $clk_period

set non_clock_inputs [all_inputs -no_clocks]
set_input_delay [expr $clk_period * $clk_io_pct] -clock clk0 $non_clock_inputs
set_output_delay [expr $clk_period * $clk_io_pct] -clock clk0 [all_outputs]
</file>
<file path="flow/run.sh">
#!/bin/bash
# OpenROAD 26Q1-2900-gdf79404cd8, Yosys 0.63+post, stock flow scripts
make -C /OpenROAD-flow-scripts/flow DESIGN_CONFIG=/design/flow/config.mk WORK_HOME=/design/flow/orfs finish
</file>
<file path="flow/design.v">
module hex2seg(
	input [3:0] hex, 
	output [7:0] seg
);
	always @(*) begin 
		case(hex)
			4'h0: seg = 7'b0000001;
			4'h1: seg = 7'b1001111;
			4'h2: seg = 7'b0010010;
			4'h3: seg = 7'b0000110;
			4'h4: seg = 7'b1001100;
			4'h5: seg = 7'b0100100;
			4'h6: seg = 7'b0100000;
			4'h7: seg = 7'b0001111;
			4'h8: seg = 7'b0000000;
			4'h9: seg = 7'b0000100;
			4'hA: seg = 7'b0001000;
			4'hB: seg = 7'b1100000;
			4'hC: seg = 7'b0110001;
			4'hD: seg = 7'b1000010;
			4'hE: seg = 7'b0110000;
			4'hF: seg = 7'b0111000;
			default: seg = 7'b1111111;
		endcase
	end
endmodule
</file>
<file path="flow/config.mk">
export PLATFORM = sky130hd
export DESIGN_NAME = hex2seg
export DESIGN_NICKNAME = hex2seg
export VERILOG_FILES = /design/flow/design.v
export SDC_FILE = /design/flow/constraint.sdc
export NUM_CORES = 4
export LEC_CHECK = 1
export CORE_AREA = 10 10 70 70
export DIE_AREA = 0 0 80 80
</file>
==> results_slide.txt <==
Run Summary

Run status
  – Status: finished with violations
  – Failing checks: setup timing

Synth
  – Cell type with the largest total area after synthesis: sky130_fd_sc_hd__ha_1
  – Cells after Synth: 35
  – Share of synthesized area occupied by flip-flops and latches: 0%
  – Number of synthesis warnings: 18
  – Library cells used by synthesis: 15
  – Number of cell instances after yosys synthesis: 35
  – Top cell type's share of synthesized area: 31.3%
  – Main area contributors: sky130_fd_sc_hd__ha_1, sky130_fd_sc_hd__mux2i_1, sky130_fd_sc_hd__mux4_2, sky130_fd_sc_hd__nor2_1, sky130_fd_sc_hd__nand2b_1
  – Mean Syn Cell Area: 8.01 sq um
  – Post-synthesis instance area: 280 sq um
  – Yosys-reported design area after synthesis: 280 sq um

Final timing
  – Clock period minus final worst setup slack: 1.52 ns
  – Timing-limited maximum frequency: 656 MHz
  – Setup violations, final: 2
  – Final Hold Violating Endpoints: 0
  – Setup repair after global routing missed its margin: true
  – Max-slew violation count: 0
  – Post-route fraction of the period consumed by the critical path: 109%
  – Min setup slack post-route: -0.125 ns
  – Post-route worst hold slack: 0.983 ns

Placed design
  – Total placed instance area: 493 sq um
  – Final weighted congestion of routability-driven global placement: 0.772
  – Port Buffers: 11
  – Half-perimeter wire length after placement: 626 um
  – Worst slack after detailed placement: -0.904 ns

Die
  – Number of core rows: 21
  – DIE HEIGHT: 80 um
  – Initial core utilization: 8.21%
  – Die boundary width: 80 um
  – Top Ports: 12
  – Chip area: 6400 sq um
  – Placeable Area: 3420 sq um

Routing
  – Number of DRC markers in iteration 0: 14
  – Routed met2 length: 296 um
  – Via density per instance: 2.94
  – Routed vias: 294
  – Routed wire length per instance: 7.70 um
  – Wire length after detailed routing: 770 um
  – Diode count: 0
  – Detailed-router iteration count before antenna repair: 4
  – Highest layer used for signal routing: met3
  – Wire length on met1: 403 um
  – Drc violations: 0
  – Final antenna-violating net count: 0
  – WL met3: 69 um

Clock tree
  – Count of hold-fix buffers inserted at cts: 0

Power and ir drop
  – Reported leakage power: 0.250 nW
  – Total power divided by cell area: 246 nW/um^2
  – Peak supply drop: 0.0384 mV
  – Total power: 0.135 mW

Setup path
  – Data required time at the worst endpoint: 1.12 ns
  – Worst Path Class, Setup: primary input to primary output
  – Crit path from: hex[1]
  – Crit start category: primary input
  – Critical Path Fanout Max: 3
  – Last element of the critical path: seg[3]
  – Worst path arrival time: 1.24 ns
  – Endpoint class of the critical path: primary output

Final layout
  – Area used by sequential logic in the layout: 0 sq um
  – Number of flip-flops and latches: 0
  – Final non-filler cell area: 549 sq um
  – P&R area growth vs syn: 96.0%
  – Leading cell types in the layout, fill and taps excluded: sky130_fd_sc_hd__buf_4, sky130_fd_sc_hd__mux2i_1, sky130_fd_sc_hd__buf_2
  – Clock buffer cells: 0
  – Most frequent logic cell in the layout: sky130_fd_sc_hd__buf_4
  – Fraction of final layout cells sized beyond drive strength 1: 57.4%

Worst hold path
  – Worst hold path class: primary input to primary output

Global routing
  – Antenna violations before repair: 0
  – Wire length of the first global-routing pass: 1310 um
  – Global Route Usage Sum: 2.27%
  – Gr ovfl total: 0
  – Maximum number of pins on one net before global-route repair: 11
  – Vias in the first global route: 302

Flow run
  – Max-cap violation count: 0
  – Number of logged tool warnings: 40
power breakdown:
part	switching, mW	internal (mW)
registers	0	0
clock network	0	0
logic	0.0552	0.0800
total	0.0552	0.0800
synthesized netlist by cell type (all sizes together):
master  n
nand2   1
nor2    5
inv     3
mux4    1
a21oi   2
buf     2
o21ai   2
mux2i   6
o211ai  1
a32o    1
nand2b  2
conb    1
clkbuf  1
ha      7
logic make-up (layout without fill, tap and decap cells):
| logic type | count (synthesis) | count (layout) | synth area share, % |
|---|---|---|---|
| other | 1 | 1 | 1.34 |
| AND-OR/OR-AND | 6 | 6 | 13.4 |
| multiplexers | 7 | 7 | 29.5 |
| AND/OR/NAND/NOR | 8 | 8 | 12.5 |
| buffers and inverters | 6 | 25 | 12.1 |
| adder cells (fa/ha/maj) | 7 | 7 | 31.2 |
timing repair:
action,CTS,global route
endpoints found under the setup margin,7,6
buffers inserted,2,0
pin swaps,5,3
gates resized,50,3
per-layer routing:
layer	track usage, %	vias to the layer above
met4	0	0
met2	3.61	10
met3	0.455	0
li1	-	155
met5	0	-
met1	3.24	129
through the flow:
stage / TNS, ns / utilization, % / std cells
3_5_place_dp: -5.32 / 14.4 / 98
4_1_cts: -0.194 / 16.1 / 100
6_report: -0.185 / 16.1 / 100
2_1_floorplan: 0 / - / 35
3_3_place_gp: -5.25 / 14.4 / 98
5_1_grt: -0.376 / 16.1 / 100
worst max-delay path, stage by stage:
cell,delay [ns]
sky130_fd_sc_hd__buf_8,0.08
sky130_fd_sc_hd__inv_4,0.04
sky130_fd_sc_hd__buf_4,0.13
sky130_fd_sc_hd__ha_4,0.15
sky130_fd_sc_hd__mux4_2,0.44
sky130_fd_sc_hd__buf_2,0.12
worst min-delay path by stage:
| stage | startpoint | endpoint | slack, ns | cells past startpoint |
|---|---|---|---|---|
| 4_1_cts | hex[3] | seg[3] | 0.98 | 3 |
| 5_1_grt | hex[3] | seg[3] | 1.02 | 3 |
| 6_report | hex[3] | seg[3] | 0.98 | 3 |
cell type report:
cell class                      count  area (sq um)
Fill cell                         379          2870
Inverter                            3          16.3
Multi-Input combinational cell     29           299
Tap cell                           46          57.6
Timing Repair Buffer               22           176
No activity file was given, so power comes from the tool's default toggle rates.
